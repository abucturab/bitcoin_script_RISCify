**design.v**
```verilog
`timescale 1ns / 1ps
module SHA256(
clk,
rst_n,
valid_in,
valid_out,
message,
Hash_result);
input clk, rst_n, valid_in;
input [439:0] message;
output reg valid_out;
output reg [255:0] Hash_result;
reg [1:0] next_state,state;
reg [6:0] count;
reg [31:0] a_temp, b_temp, c_temp, d_temp, e_temp, f_temp, g_temp, h_temp;
reg [31:0] k;
reg [511:0] chunk;
reg [31:0] mreg_0, mreg_1, mreg_2, mreg_3, mreg_4, mreg_5, mreg_6, mreg_7, mreg_8, mreg_9, mreg_10, mreg_11, mreg_12, mreg_13, mreg_14, mreg_15;
wire [31:0] sigma_0, sigma_1, cap_sigma_0, cap_sigma_1, maj, ch;
parameter H0 = 32'h6a09e667;
parameter H1 = 32'hbb67ae85;
parameter H2 = 32'h3c6ef372;
parameter H3 = 32'ha54ff53a;
parameter H5 = 32'h9b05688c;
parameter H4 = 32'h510e527f;
parameter H6 = 32'h1f83d9ab;
parameter H7 = 32'h5be0cd19;
parameter K0 = 32'h428a2f98;
parameter K1 = 32'h71374491;
parameter K2 = 32'hb5c0fbcf;
parameter K3 = 32'he9b5dba5;
parameter K4 = 32'h3956c25b;
parameter K5 = 32'h59f111f1;
parameter K6 = 32'h923f82a4;
parameter K7 = 32'hab1c5ed5;
parameter K8 = 32'hd807aa98;
parameter K9 = 32'h12835b01;
parameter K10 = 32'h243185be;
parameter K11 = 32'h550c7dc3;
parameter K12 = 32'h72be5d74;
parameter K13 = 32'h80deb1fe;
parameter K14 = 32'h9bdc06a7;
parameter K15 = 32'hc19bf174;
parameter K16 = 32'he49b69c1;
parameter K17 = 32'hefbe4786;
parameter K18 = 32'h0fc19dc6;
parameter K19 = 32'h240ca1cc;
parameter K20 = 32'h2de92c6f;
parameter K21 = 32'h4a7484aa;
parameter K22 = 32'h5cb0a9dc;
parameter K23 = 32'h76f988da;
parameter K24 = 32'h983e5152;
parameter K25 = 32'ha831c66d;
parameter K26 = 32'hb00327c8;
parameter K27 = 32'hbf597fc7;
parameter K28 = 32'hc6e00bf3;
parameter K29 = 32'hd5a79147;
parameter K30 = 32'h06ca6351;
parameter K31 = 32'h14292967;
parameter K32 = 32'h27b70a85;
parameter K33 = 32'h2e1b2138;
parameter K34 = 32'h4d2c6dfc;
parameter K35 = 32'h53380d13;
parameter K36 = 32'h650a7354;
parameter K37 = 32'h766a0abb;
parameter K38 = 32'h81c2c92e;
parameter K39 = 32'h92722c85;
parameter K40 = 32'ha2bfe8a1;
parameter K41 = 32'ha81a664b;
parameter K42 = 32'hc24b8b70;
parameter K43 = 32'hc76c51a3;
parameter K44 = 32'hd192e819;
parameter K45 = 32'hd6990624;
parameter K46 = 32'hf40e3585;
parameter K47 = 32'h106aa070;
parameter K48 = 32'h19a4c116;
parameter K49 = 32'h1e376c08;
parameter K50 = 32'h2748774c;
parameter K51 = 32'h34b0bcb5;
parameter K52 = 32'h391c0cb3;
parameter K53 = 32'h4ed8aa4a;
parameter K54 = 32'h5b9cca4f;
parameter K55 = 32'h682e6ff3;
parameter K56 = 32'h748f82ee;
parameter K57 = 32'h78a5636f;
parameter K58 = 32'h84c87814;
parameter K59 = 32'h8cc70208;
parameter K60 = 32'h90befffa;
parameter K61 = 32'ha4506ceb;
parameter K62 = 32'hbef9a3f7;
parameter K63 = 32'hc67178f2;
parameter PADDING = 'd0;
parameter COMPUTE = 'd1;
parameter IDLE = 'd2;
always@(next_state)begin   
	case(next_state)
		IDLE:  state = IDLE;
		COMPUTE:  state = COMPUTE;
		default:  state = IDLE;
	endcase
end
always@(posedge clk or negedge rst_n)begin
	if(!rst_n)begin
		next_state <= IDLE;
	end
	else begin
		if(next_state == IDLE && valid_in)begin
			next_state <= COMPUTE;
		end
      	else if(next_state == COMPUTE && count == 'd64)begin
			next_state <= IDLE;
		end
		else begin
			next_state <= next_state;
		end
	end
end
assign sigma_0 = ({a_temp[1:0], a_temp[31:2]}) ^ ({a_temp[12:0], a_temp[31:13]}) ^ ({a_temp[21:0], a_temp[31:22]});
assign sigma_1 = ({e_temp[5:0], e_temp[31:6]}) ^ ({e_temp[10:0], e_temp[31:11]}) ^ ({e_temp[24:0], e_temp[31:25]});
assign maj = (a_temp & b_temp) ^ (a_temp & c_temp) ^ (b_temp & c_temp);
assign ch = (e_temp & f_temp) ^ (~e_temp & g_temp);
assign cap_sigma_0 = {mreg_1[6:0], mreg_1[31:7]} ^ {mreg_1[17:0], mreg_1[31:18]} ^ (mreg_1[31:0] >> 2'b11) ;
  assign cap_sigma_1 = {mreg_14[16:0], mreg_14[31:17]} ^ {mreg_14[18:0], mreg_14[31:19]} ^ (mreg_14[31:0] >> 4'b1010);
always@(posedge clk or negedge rst_n)begin		 
	if(!rst_n)begin
		count <= 'd0;
	end
	else begin
		if(state == COMPUTE)begin
			count <= count + 'd1;
		end
		else begin
			count <= 0;
		end
	end
end
always@(posedge clk or negedge rst_n)begin		 
	if(!rst_n)begin
		chunk <= 'd0;
	end
	else begin
		if(state == IDLE && valid_in)begin
          chunk <= {message[408:0], {8'b10000000}, {55'b0,9'b110111000}, {32'b0}};
		end
		else if(state == IDLE)begin
			chunk <= chunk;
		end
		else begin
			chunk <= chunk << 'd32;
		end
	end
end
always@(posedge clk or negedge rst_n)begin		 
	if(!rst_n)begin
		a_temp <= 'd0;
		b_temp <= 'd0;
		c_temp <= 'd0;
		d_temp <= 'd0;
		e_temp <= 'd0;
		f_temp <= 'd0;
		g_temp <= 'd0;
		h_temp <= 'd0;
	end
	else begin
		if(state == IDLE)begin
			a_temp <= H0;
			b_temp <= H1;
			c_temp <= H2;
			d_temp <= H3;
			e_temp <= H4;
			f_temp <= H5;
			g_temp <= H6;
			h_temp <= H7;
		end
		else if(state == COMPUTE)begin
			a_temp <= h_temp + sigma_1 + ch + k + mreg_15 + sigma_0 + maj; 	 
			b_temp <= a_temp;
			c_temp <= b_temp;
			d_temp <= c_temp;
			e_temp <= d_temp + h_temp + sigma_1 + ch + k + mreg_15;		 
			f_temp <= e_temp;
			g_temp <= f_temp;
			h_temp <= g_temp;
		end
		else begin
			a_temp <= a_temp;
			b_temp <= b_temp;
			c_temp <= c_temp;
			d_temp <= d_temp;
			e_temp <= e_temp;
			f_temp <= f_temp;
			g_temp <= g_temp;
			h_temp <= h_temp;
		end
	end
end
always@(*)begin		 
	case(count)
		0: k = K0;
		1: k = K1;
		2: k = K2;
		3: k = K3;
		4: k = K4;
		5: k = K5;
		6: k = K6;
		7: k = K7;
		8: k = K8;
		9: k = K9;
		10: k = K10;
		11: k = K11;
		12: k = K12;
		13: k = K13;
		14: k = K14;
		15: k = K15;
		16: k = K16;
		17: k = K17;
		18: k = K18;
		19: k = K19;
		20: k = K20;
		21: k = K21;
		22: k = K22;
		23: k = K23;
		24: k = K24;
		25: k = K25;
		26: k = K26;
		27: k = K27;
		28: k = K28;
		29: k = K29;
		30: k = K30;
		31: k = K31;
		32: k = K32;
		33: k = K33;
		34: k = K34;
		35: k = K35;
		36: k = K36;
		37: k = K37;
		38: k = K38;
		39: k = K39;
		40: k = K40;
		41: k = K41;
		42: k = K42;
		43: k = K43;
		44: k = K44;
		45: k = K45;
		46: k = K46;
		47: k = K47;
		48: k = K48;
		49: k = K49;
		50: k = K50;
		51: k = K51;
		52: k = K52;
		53: k = K53;
		54: k = K54;
		55: k = K55;
		56: k = K56;
		57: k = K57;
		58: k = K58;
		59: k = K59;
		60: k = K60;
		61: k = K61;
		62: k = K62;
		63: k = K63;
		default: k = 32'd0;
	endcase
end
always@(posedge clk or negedge rst_n)begin		 
	if(!rst_n)begin
      	valid_out <= 'd0;
		Hash_result <= 'd0;
	end
	else begin
      if(state == COMPUTE && count == 'd64)begin
          	valid_out <= 'd1;
			Hash_result <= {H0 + a_temp, H1 + b_temp, H2 + c_temp, H3 + d_temp, H4 + e_temp, H5 + f_temp, H6 + g_temp, H7 + h_temp};
        end
      	else begin
          	valid_out <= 'd0;
			Hash_result <= 'd0;
        end
	end
end
always@(posedge clk or negedge rst_n)begin		 
	if(!rst_n)begin
		mreg_15 <= 'd0;
		mreg_14 <= 'd0;
		mreg_13 <= 'd0;
		mreg_12 <= 'd0;
		mreg_11 <= 'd0;
		mreg_10 <= 'd0;
		mreg_9 <= 'd0;
		mreg_8 <= 'd0;
		mreg_7 <= 'd0;
		mreg_6 <= 'd0;
		mreg_5 <= 'd0;
		mreg_4 <= 'd0;
		mreg_3 <= 'd0;
		mreg_2 <= 'd0;
		mreg_1 <= 'd0;
		mreg_0 <= 'd0;
	end
	else begin
      if(state== IDLE  && valid_in)begin
        mreg_15 <= message[439:408];
			mreg_14 <= mreg_15;
			mreg_13 <= mreg_14;
			mreg_12 <= mreg_13;
			mreg_11 <= mreg_12;
			mreg_10 <= mreg_11;
			mreg_9 <= mreg_10;
			mreg_8 <= mreg_9;
			mreg_7 <= mreg_8;
			mreg_6 <= mreg_7;
			mreg_5 <= mreg_6;
			mreg_4 <= mreg_5;
			mreg_3 <= mreg_4;
			mreg_2 <= mreg_3;
			mreg_1 <= mreg_2;
			mreg_0 <= mreg_1;
		end
      else if((count < 15 && state == COMPUTE))begin
			mreg_15 <= chunk[511:480];
			mreg_14 <= mreg_15;
			mreg_13 <= mreg_14;
			mreg_12 <= mreg_13;
			mreg_11 <= mreg_12;
			mreg_10 <= mreg_11;
			mreg_9 <= mreg_10;
			mreg_8 <= mreg_9;
			mreg_7 <= mreg_8;
			mreg_6 <= mreg_7;
			mreg_5 <= mreg_6;
			mreg_4 <= mreg_5;
			mreg_3 <= mreg_4;
			mreg_2 <= mreg_3;
			mreg_1 <= mreg_2;
			mreg_0 <= mreg_1;
		end
      else if(count >= 15 && state == COMPUTE)begin
			mreg_15 <= (mreg_0 + cap_sigma_0 + mreg_9 + cap_sigma_1);
			mreg_14 <= mreg_15;
			mreg_13 <= mreg_14;
			mreg_12 <= mreg_13;
			mreg_11 <= mreg_12;
			mreg_10 <= mreg_11;
			mreg_9 <= mreg_10;
			mreg_8 <= mreg_9;
			mreg_7 <= mreg_8;
			mreg_6 <= mreg_7;
			mreg_5 <= mreg_6;
			mreg_4 <= mreg_5;
			mreg_3 <= mreg_4;
			mreg_2 <= mreg_3;
			mreg_1 <= mreg_2;
			mreg_0 <= mreg_1;
		end
		else begin
			mreg_15 <= mreg_15;
			mreg_14 <= mreg_14;
			mreg_13 <= mreg_13;
			mreg_12 <= mreg_12;
			mreg_11 <= mreg_11;
			mreg_10 <= mreg_10;
			mreg_9 <= mreg_9;
			mreg_8 <= mreg_8;
			mreg_7 <= mreg_7;
			mreg_6 <= mreg_6;
			mreg_5 <= mreg_5;
			mreg_4 <= mreg_4;
			mreg_3 <= mreg_3;
			mreg_2 <= mreg_2;
			mreg_1 <= mreg_1;
			mreg_0 <= mreg_0;
		end
	end
end
endmodule
```
**run.sh**
```bash
#!/bin/bash
# OpenROAD 26Q1-2900-gdf79404cd8, Yosys 0.63+post, stock flow scripts
make -C /OpenROAD-flow-scripts/flow DESIGN_CONFIG=/design/flow/config.mk WORK_HOME=/design/flow/orfs finish
```
**config.mk**
```make
export PLATFORM = sky130hd
export DESIGN_NAME = SHA256
export DESIGN_NICKNAME = SHA256
export VERILOG_FILES = /design/flow/design.v
export SDC_FILE = /design/flow/constraint.sdc
export NUM_CORES = 4
export LEC_CHECK = 1
export CORE_UTILIZATION = 30
```
**constraint.sdc**
```tcl
current_design SHA256

set clk_period 129.8
set clk_io_pct 0.2

create_clock -name clk0 -period $clk_period [get_ports {clk}]

set non_clock_inputs [all_inputs -no_clocks]
set_input_delay [expr $clk_period * $clk_io_pct] -clock clk0 $non_clock_inputs
set_output_delay [expr $clk_period * $clk_io_pct] -clock clk0 [all_outputs]
```
==> metrics.cfg <==
[cells_and_area]
drive_above_1_share=0.0522
top_register=chunk
largest_reg_flops=412
syn_to_final_growth_pct=20.7
fin_cells=12000
num-fill-cells=24800
reg_top3=chunk x412, Hash_result x256

[job]
warning_count=57
cap_violations=0

[logic_synthesis]
ys_sh_simple=0.153
yosys.area_share.aoi=0.0929
ys.flops=1446
mux_area_frac=0.0618
yosys.stat.seqShare=0.471
syn_inst=8011
yosys_area_mm2=0.0769
top_cell_area_share=0.470
xor_share=0.0568
ys_async_sr_fraction=1.00
synth_area_mm2=0.0769
ys_top_cells_by_count=nand2_1 (1847), dfrtp_1 (1445), o21ai_0 (667), inv_1 (595), mux2i_1 (453)
edf_count=0
top_cell=nand2_1
ys_sh_adder=0.112
yosysTopAreaCell=dfrtp_1
avgSynthCellArea_um2=9.60
yosys-stat-cells=8011
synthDistinctLibCells=75
synth_top_flop_cell=dfrtp_1
yosys_warnings=1
area_leaders=dfrtp_1 (47%), nand2_1 (9.0%), fa_1 (8.8%), mux2i_1 (5.9%), o21ai_0 (4.3%)
synthTopLogicFamily=simple AND/OR/NAND/NOR gates

[sta]
hold_violations=0
maxSlewViolCount=0
fmax_mhz=34.4
worst_pin_slew_ns=1.17
grt_setup_unrepaired=no
slew_headroom=0.202
finalSetupViolCount=0
setup-tns-final_ns=0
finalClockSkew_ns=0.0480
timing.final.crit_share=0.224
period_minus_slack_ns=29.06

[floorplanning]
initCoreUtil=0.302
die_w_um=508
pin_count=700
chipArea_mm2=0.258
fp.dieH_um=508
rows=185
core_area_mm2=0.254

[worst_setup_path]
end_kind=async pin
critPathMaxFanout=119
worstSetupPathType=in2async
arrival_ns=29.94
crit_path_start_kind=primary input
worstPathRequired_ns=130.68

[clock_tree]
root_buffer=clkbuf_16
cts_hold_buf=0
cts_buffers=161
cts_setup_buffers=0
cts_resized=0
clk_pin_slew_ns=0.06
clk-insertion-delay-late_ns=0.83
cts_buffer_depth=3
cts_tree=done
cts.sinks=1446
h-tree-depth=4

[global_route]
track_usage=0.229
grt_overflow=0
grt_pass1_wl_um=412000
first_global_vias=58800
antenna_found_initial=56
grt_start_max_net_pins=197

[routing]
routed_wl_um=285000
final_antenna_net_count=0
drc=0
wl_per_cell_um=23.7
drt_iter0_drc=4658
viasPerCell=4.82
vias=58000
dr.pass1.iters=5

[placement]
io_buffers=699
finalWeightedCongestion=1.01
place_inst=11700
place_hpwl_um=221000

[worst_hold_path]
worstHoldPathType=reg2reg

[status]
status=finished clean

[path summary, 6_finish.rpt]
path,from,endpoint,slack [ns],cells past startpoint
max in group clk0,valid_in,mreg_0[29],100.94,6
worst min register to register,mreg_4[13],mreg_4[13],0.46,2
min in group asynchronous,rst_n,chunk[109],25.10,1
worst min-delay path,mreg_4[13],mreg_4[13],0.46,2
worst max-delay path,rst_n,chunk[433],100.74,6
worst max register to register,count[0],e_temp[30],121.04,27
[cell families after synthesis]
family	after synthesis
compound gates	1227
xor+xnor	499
fa+ha+maj	490
buf+inv	1091
flops	1446
mux	468
simple gates	2790
[final cells by class]
type	instances	area (um2)	area share
inverter	599	2250	0.0242
clock inverter	68	737	0.00794
multi-input combinational	5474	36600	0.395
antenna	11	27.5	0.000297
timing repair buffer	827	8040	0.0867
sequential	1446	36200	0.390
tap	3366	4210	0.0454
clock buffer	227	4690	0.0506
[placed cells by master, fill, tap and decap left out, types with 165 or more instances in the layout]
| master | count |
|---|---|
| clkbuf_16 | 165 |
| a21oi_1 | 212 |
| fa_1 | 337 |
| inv_1 | 594 |
| nand2_1 | 1847 |
| clkdlybuf4s50_1 | 697 |
| xnor2_1 | 338 |
| nor2_1 | 394 |
| o21ai_0 | 667 |
| dfrtp_1 | 1441 |
| mux2i_1 | 453 |
[per-stage QoR]
stage | utilization | hold WS, ns | cell area, um2 | setup slack, ns
2_1_floorplan | - | 0.437 | 76900 | 102.30
3_3_place_gp | 0.343 | 0.448 | 87300 | 99.81
3_5_place_dp | 0.343 | 0.455 | 87300 | 99.76
4_1_cts | 0.365 | 0.466 | 92700 | 100.66
5_1_grt | 0.365 | 0.475 | 92700 | 100.21
6_report | 0.365 | 0.464 | 92800 | 100.74
[layer usage]
layer	up-vias	global-route usage	wire length, um
met5	-	0	506
li1	26900	-	-
met3	456	0.0825	25800
met4	74	0.0838	13100
met1	28700	0.300	111000
met2	1828	0.356	135000
[worst max-delay path: stages]
cell and delay, ns:
buf_16 0.34, buf_4 0.63, buf_4 0.72, buf_12 0.54, buf_4 0.66, buf_4 0.73
